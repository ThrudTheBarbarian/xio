[./design.v]
`timescale 1ns/1ns
module Aperture
	(
    input	wire			clk,		 
	input	wire			a8_rst_n,	 
	input	wire			a8_rw,  	 
	input 	wire [7:0]		a8_data,	 
	input	wire [15:0]		a8_addr,	 
	input	wire [3:0]		index,		 
	input	wire			aValid,		 
	input 	wire			wValid,		 
	output 	wire			inRange,	 
	output 	reg [7:0]		apCfg,		 
	output 	reg 			apCfgValid,	 
	output	wire [26:0]	    baseAddr	 
	);
	parameter CFG_SPACE = 8'hD7;		 
	parameter RAMH		= 27;			 
    reg		[RAMH-1:0]	sramAddr;		 
	reg		[7:0]		lo;				 
	reg		[7:0]		hi;				 
	reg		[7:0]		stride;			 
	wire loMatch 		= (lo <= a8_addr[15:8]);
	wire hiMatch		= (hi >= a8_addr[15:8]);
	assign inRange		= loMatch & hiMatch & aValid;
	wire addrMatch	= (a8_addr[6:3] == index) & (a8_addr[15:8] == CFG_SPACE);
	assign baseAddr		= sramAddr;
	always @ (posedge clk)
		if (a8_rst_n == 1'b0)
			begin
				sramAddr		<= {RAMH{1'b0}};
				lo				<= 8'b0;
				hi				<= 8'b0;
				apCfgValid		<= 1'b0;
				apCfg			<= 8'hff;
			end
		else if (a8_rw == 1'b0)
			begin
				if (wValid && addrMatch)
					case (a8_addr[3:0])
						4'h0:		sramAddr[RAMH-1:24] 	<= a8_data[RAMH-25:0];
						4'h1:		sramAddr[23:16]			<= a8_data;
						4'h2:		sramAddr[15:8]			<= a8_data;
						4'h3:		sramAddr[7:0]			<= a8_data;
						4'h4:		lo 						<= a8_data;
						4'h5:		hi						<= a8_data;
						4'h6:		stride					<= a8_data;
						default:	lo						<= lo;
					endcase
			end
		else
			begin
				if (aValid && addrMatch)
					begin
						case (a8_addr[3:0])
							4'h0:		apCfg <= 	{5'b0,sramAddr[RAMH-1:RAMH-3]};
							4'h1:		apCfg <= 	sramAddr[23:16];
							4'h2:		apCfg <= 	sramAddr[15:8];
							4'h3:		apCfg <= 	sramAddr[7:0];
							4'h4:		apCfg <= 	lo;
							4'h5:		apCfg <= 	hi;
							4'h6:		apCfg <= 	stride;
							default:	apCfg <=	8'hff;
						endcase
						apCfgValid 			  <= 1'b1;
					end
				else
					apCfgValid <= 1'b0;
			end
endmodule
`timescale 1ns/1ns
module BusMonitor
	(
    input 	wire		clk,				 
	input 	wire		a8_clk,				 
	input	wire		a8_rst_n,			 
	output 	wire		a8_addr_strobe,		 
	output 	wire		a8_write_strobe,	 
	output 	wire		a8_read_strobe,		 
	output 	wire		a8_clk_falling		 
	);
	localparam 	TICK_BITS				= 7;		 
	localparam 	TICK_ADDRESS_VALID		= 30;		 
	localparam 	TICK_WRITE_VALID		= 71;		 
	localparam 	TICK_READ_VALID			= 82;		 
	reg [2:0] clkDetect;  
	always @(posedge clk) 
		if (a8_rst_n == 1'b0)
			clkDetect <= 3'b0;
		else
			clkDetect <= {clkDetect[1:0], a8_clk};
	wire a8_clk_rising		= (clkDetect[2:1]==2'b01);   
	assign a8_clk_falling	= (clkDetect[2:1]==2'b10);  
	reg  [1:0] 	validClocks;
	always @(posedge clk)
		if (a8_rst_n == 1'b0)
			validClocks <= 2'b00;
		else
			begin
				if (a8_clk_rising == 1'b1)
					validClocks[0] <= 1'b1;
				if (a8_clk_falling == 1'b1)
					validClocks[1] <= 1'b1;
			end
	wire clkValid = validClocks[0] | validClocks[1];
	wire a8_clk_rising_valid		= a8_clk_rising & clkValid;   
	wire a8_clk_falling_valid		= a8_clk_falling & clkValid;  
	reg	[TICK_BITS-1:0]			ticks;					 
	always @ (posedge clk)
		if (a8_rst_n == 1'b0)
			begin
				ticks	<= {TICK_BITS{1'b0}};
			end
		else
			begin
				if (a8_clk_falling_valid == 1'b1)
					begin
						ticks 	<= {TICK_BITS{1'b0}};
					end
				else
					ticks	<= ticks + 7'b1;
			end
	assign a8_addr_strobe 	= (ticks == TICK_ADDRESS_VALID);
	assign a8_write_strobe	= (ticks == TICK_WRITE_VALID);
	assign a8_read_strobe	= (ticks == TICK_READ_VALID);
endmodule
`timescale 1ns/1ns
module PriorityEncoder 
	(
  	input wire 	[7:0] 	bits,				 
  	output reg 	[3:0] 	index				 
  	);
  	always @ * 
  		begin
  			casez (bits)
				8'b1zzzzzzz : index = 4'h7;
				8'b01zzzzzz : index = 4'h6;
				8'b001zzzzz : index = 4'h5;
				8'b0001zzzz : index = 4'h4;
				8'b00001zzz : index = 4'h3;
				8'b000001zz : index = 4'h2;
				8'b0000001z : index = 4'h1;
				8'b00000001 : index = 4'h0;
				default		: index = 4'h8;
    		endcase
  		end
endmodule
`timescale 1ns/1ns
module xio
	#(parameter ANUM=8)					 
    (
    input               clk,             
	input				a8_clk,			 
	input               a8_rst_n,        
	input				a8_halt_n,	     
  	input				a8_ref_n,	     
 	input				a8_rw,		     
    input				a8_rd5,			 
	input				a8_rd4,			 
    input               a8_s4_n,         
    input               a8_s5_n,         
	output  reg			a8_irq_n,		 
	output   			a8_mpd_n,		 
	output   			a8_extsel_n,	 
	input	    [15:0]	a8_addr,	     
   	inout	    [7:0]   a8_data,	     
    output  reg         a8_data_oe       
    );
	genvar i;
    wire 		a8_addr_strobe;
    wire		a8_read_strobe;
    wire		a8_write_strobe;		
	wire		a8_clk_falling;
	BusMonitor busMon
		(
		.clk(clk),
		.a8_clk(a8_clk),
		.a8_rst_n(a8_rst_n),
		.a8_addr_strobe(a8_addr_strobe),
		.a8_write_strobe(a8_write_strobe),
		.a8_read_strobe(a8_read_strobe),
		.a8_clk_falling(a8_clk_falling)
		);
	wire [ANUM-1:0] inRange;			 
	wire [7:0] apCfg [0:ANUM-1];		 
	wire apCfgValid[ANUM-1:0];			 
	wire [26:0] apBase [0:ANUM-1];		 
	generate for (i=0; i<ANUM; i=i+1)
		begin :aperture_gen
			Aperture aperture
				(
				.clk(clk),
				.a8_rst_n(a8_rst_n),
				.a8_rw(a8_rw),
				.a8_data(a8_data),
				.wValid(a8_write_strobe),
				.aValid(a8_addr_strobe),
				.a8_addr(a8_addr),
				.index(i[3:0]),
				.inRange(inRange[i]),
				.apCfg(apCfg[i]),
				.apCfgValid(apCfgValid[i]),
				.baseAddr(apBase[i])
				);
		end
	endgenerate
   	wire [$clog2(ANUM):0] apIndex;
    PriorityEncoder pEnc
    	(
    	.bits(inRange),
    	.index(apIndex)
    	);
	wire        sdramRdy = 1'b1;
    reg [26:0] 	sdramAddr;
	reg 		sdramValid;
	always @(posedge clk)
		if (a8_rst_n == 1'b0)
			begin
				sdramAddr 	<= 27'b0;
				sdramValid	<= 1'b0;
			end
		else if (apIndex[3] == 1'b1)
			begin
				if (a8_clk_falling)
					sdramValid		<= 1'b0;
			end
		else
			begin
				sdramValid 	<= sdramRdy;
                sdramAddr   <= apBase[apIndex[2:0]] + a8_addr[7:0];
			end
	reg 		extAccessValid;
	always @(posedge clk)
		if (a8_rst_n == 1'b0)
			extAccessValid	<= 1'b0;
		else if (apIndex[3] == 1'b1)
			begin
				if (a8_read_strobe)
					extAccessValid	<= 1'b0;
			end
		else
			extAccessValid  <= 1'b1;
    wire sdramRead 	    = (a8_rw == 1'b1) & extAccessValid;
    assign a8_mpd_n		    = ~sdramRead;
    assign a8_extsel_n	    = ~sdramRead;
    wire sdramWrite       = (a8_rw == 1'b0) & extAccessValid;
endmodule
[./config.mk]
export PLATFORM = sky130hd
export DESIGN_NAME = xio
export DESIGN_NICKNAME = xio
export VERILOG_FILES = /design/flow/design.v
export SDC_FILE = /design/flow/constraint.sdc
export NUM_CORES = 4
export LEC_CHECK = 1
export CORE_UTILIZATION = 50
[./constraint.sdc]
current_design xio

set clk_period 5.0
set clk_io_pct 0.2

create_clock -name clk0 -period $clk_period [get_ports {clk}]

set non_clock_inputs [all_inputs -no_clocks]
set_input_delay [expr $clk_period * $clk_io_pct] -clock clk0 $non_clock_inputs
set_output_delay [expr $clk_period * $clk_io_pct] -clock clk0 [all_outputs]
[./run.sh]
#!/bin/bash
# OpenROAD 26Q1-2900-gdf79404cd8, Yosys 0.63+post, stock flow scripts
make -C /OpenROAD-flow-scripts/flow DESIGN_CONFIG=/design/flow/config.mk WORK_HOME=/design/flow/orfs finish
==> impl_metrics.yaml <==
# generated from flow reports
run_status:
  status: "aborted with a tool error"
  stop_stage: "global routing (5_1_grt)"
  error: "[ERROR RSZ-0074] Failed to build tree from global routes for pin 'a8_data[7]' and net 'a8_data[7]' at grid (93150, 120750): found route to 9 pins, expected 8"
placement:
  placed_area_um2: 7940
  io_buffers: 20
  dp_hpwl_um: 10500
  place_congestion: 0.799
  place.detailed.instances: 967
synthesis:
  ys_warn_count: 6
  largest_area_cell: "dfxtp_1"
  synth-edff-count: 0
  synth_flops: 141
  ys_chip_area_um2: 7550
  synthesis.area_um2: 7550
  most_common_cell: "dfxtp_1"
  ys_cells: 781
  synth_top_area_share_pct: 37.4
  postSynthAreaPerCell_um2: 9.67
  ys_async_sr_fraction_pct: 0
  topCellsByArea: "dfxtp_1 (37%), ha_1 (22%), mux2i_1 (7.4%), and2_1 (5.5%), nor2b_1 (5.1%)"
  synth_seq_share_pct: 37.4
  syn-instance-count: 781
  yosysUniqueCellTypes: 46
  top_cells_by_count: "dfxtp_1 (141), ha_1 (130), and2_1 (67)"
  ff_type: "dfxtp_1"
timing:
  untimed_endpoints: 8
global_routing:
  grt_max_degree: 78
clock_network:
  ctsLongestPathBuffers: 2
  clock_sinks: 141
  clk_root_buffer_cell: "clkbuf_16"
  cts_buffers: 17
  post-cts-setup-buffers: 0
  postCtsHoldBufs: 0
  htreeDepth: 4
  cts_resized: 0
floorplanning:
  dieWidth_um: 125
  die_y_um: 125
  row_count: 44
  io_pins: 38
  fp_util_pct: 51.6
## kinds of logic after synthesis
group                      after synthesis  synth area share, %
AOI/OAI and AO/OA                      123                 9.97
xor gates and xnor gates                 4                0.464
adders and majority gates              130                 21.5
buffers and inverters                   72                 3.91
DFF                                    141                 37.4
muxes                                   56                 7.42
other                                    1               0.0496
and+or+nand+nor                        254                 19.3
## through the flow
step / setup slack, ps / util, % / hold slack [ps]
2_1_floorplan: 2120 / - / 412
3_3_place_gp: 902 / 54.2 / 419
3_5_place_dp: 939 / 54.2 / 423
4_1_cts: 1370 / 58.7 / 442
